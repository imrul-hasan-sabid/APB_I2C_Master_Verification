**flow/config.mk**
```make
export PLATFORM = sky130hd
export DESIGN_NAME = twi_fsm
export DESIGN_NICKNAME = twi_fsm
export VERILOG_FILES = /design/flow/design.v
export SDC_FILE = /design/flow/constraint.sdc
export NUM_CORES = 4
export LEC_CHECK = 1
export CORE_AREA = 10 10 72 72
export DIE_AREA = 0 0 82 82
```
**flow/constraint.sdc**
```tcl
current_design twi_fsm

set clk_period 2.1
set clk_io_pct 0.2

create_clock -name clk0 -period $clk_period [get_ports {clk}]

set non_clock_inputs [all_inputs -no_clocks]
set_input_delay [expr $clk_period * $clk_io_pct] -clock clk0 $non_clock_inputs
set_output_delay [expr $clk_period * $clk_io_pct] -clock clk0 [all_outputs]
```
**flow/design.v**
```verilog
module  dff #(
        parameter FLOP_WIDTH = 32, 
        parameter RESET_VALUE = 32'b0
)(
	    input   logic                     clk, 
	    input   logic                     resetn, 
        input   logic                     en, 
	    input   logic [FLOP_WIDTH-1:0]    d,
	    output  logic [FLOP_WIDTH-1:0]    q
); 
	always @(posedge clk or negedge resetn) begin
		if(~resetn) 
			q[FLOP_WIDTH-1:0] <= RESET_VALUE; 
		else 
			q[FLOP_WIDTH-1:0] <= en ? d[FLOP_WIDTH-1:0] : q[FLOP_WIDTH-1:0]; 
	end 
endmodule 
module  counter #(   
        parameter COUNTER_WIDTH =32, 
        parameter RESET_VALUE   = 32'h0
)(
        input   logic                       clk, 
        input   logic                       resetn, 
        input   logic                       clear, 
        input   logic                       inc,
        output  logic [COUNTER_WIDTH-1:0]   count
    ); 
    always @(posedge clk or negedge resetn) begin
        if(~resetn)
            count[COUNTER_WIDTH-1:0] <= RESET_VALUE; 
        else 
            count[COUNTER_WIDTH-1:0] <= clear? {COUNTER_WIDTH{1'b0}} : count[COUNTER_WIDTH-1:0] + inc; 
    end 
endmodule 
module  uni_shift_reg #(
        parameter SHIFT_REG_WIDTH=8, 
        parameter RESET_VALUE = 8'h0
)(
        input   logic                       clk, 
        input   logic                       resetn, 
        input   logic                       serial_in,                    
        input   logic [SHIFT_REG_WIDTH-1:0] load, 
        input   logic [1:0]                 mode, 
        output  logic [SHIFT_REG_WIDTH-1:0] pout
);     
  always @ (posedge clk or negedge resetn)
    if (~resetn)
        pout[SHIFT_REG_WIDTH-1:0] <= RESET_VALUE;
    else begin
        casez(mode)
            2'b00	    : pout[SHIFT_REG_WIDTH-1:0] <= pout[SHIFT_REG_WIDTH-1:0]; 
            2'b10 	    : pout[SHIFT_REG_WIDTH-1:0] <= {pout[SHIFT_REG_WIDTH-2:0], serial_in       };
            2'b01 	    : pout[SHIFT_REG_WIDTH-1:0] <= {serial_in,       pout[SHIFT_REG_WIDTH-1:1] };
            2'b11 	    : pout[SHIFT_REG_WIDTH-1:0] <= load[SHIFT_REG_WIDTH-1:0]; 
            default 	: pout[SHIFT_REG_WIDTH-1:0] <= {SHIFT_REG_WIDTH{1'bx}}; 
        endcase
    end
endmodule   
module  comparator #(
        parameter COMPARATOR_WIDTH = 12
)(
        input   logic [COMPARATOR_WIDTH-1:0]    value_1, 
        input   logic [COMPARATOR_WIDTH-1:0]    value_2, 
        output  logic                           is_equal 
);  
    assign is_equal     = value_1[COMPARATOR_WIDTH-1:0] == value_2[COMPARATOR_WIDTH-1:0]; 
endmodule           
module  twi_fsm(
        input   logic   clk             			,  
        input   logic   resetn               		,  
        input   logic   twint                 		,  
		input   logic   twsto                   	, 
        input   logic   twsta                  		,  
		input 	logic 	twen                    	, 
		input 	logic 	bus_busy                	, 
		input 	logic 	start_complete          	, 
		input 	logic 	stop_complete				,
		input 	logic 	byte_transfer_complete		, 
		input 	logic 	ack_transfer_complete   	, 
        input   logic   twi_fsm_flop_en  			, 
		input 	logic 	write                   	, 
		input 	logic 	arbitration_lost			, 
		output 	logic 	twi_fsm_start_en         	, 
		output 	logic 	twi_fsm_restart_en       	, 
		output 	logic 	twi_fsm_stop_en          	, 
		output 	logic 	twi_fsm_scl_gen_en       	, 
		output 	logic 	twi_fsm_data_transfer_en 	, 
		output 	logic 	twi_fsm_ack_transfer_en  	,
		output 	logic 	twi_fsm_data_transfer_dir	,
		output 	logic 	twi_fsm_ack_transfer_dir 	,
		output 	logic 	twi_fsm_sla_sent         	, 
		output 	logic 	twi_fsm_master_mode			, 
		output 	logic 	twi_fsm_status_update		, 
        output  logic   twi_fsm_twint_set			, 
        output  logic   twi_fsm_twsta_clr			, 
        output  logic   twi_fsm_twsto_clr			, 
        output  logic   twi_fsm_twen_clr 			
); 
	logic sla_sent_flop_q; 
	logic sla_sent_flop_d; 
	logic sla_sent; 
	logic stop_start; 
    localparam  STATE_WIDTH = 4;
    logic [STATE_WIDTH-1:0] pstate, nstate; 
    localparam  IDLE            	= 'd00;
	localparam	START				= 'd02;  
    localparam  START_COMP      	= 'd03;     
    localparam  TRANSFER_START      = 'd04; 
    localparam  ACK_START		    = 'd05; 
    localparam  TRANSFER_COMP       = 'd06; 
    localparam  STOP			    = 'd07;
    localparam  REP_START       	= 'd08; 
	localparam	STOP_COMP 			= 'd09;
	localparam 	STOP_START 			= 'd10; 
	localparam	ARBITRATION_LOST 	= 'd11;  
	always @(*) begin
		casez(pstate)
			IDLE				: 	nstate = (~twint & twsta & twen & ~bus_busy) ? START				: IDLE; 
			START				: 	nstate = twen ? start_complete ? START_COMP: START    				: IDLE; 
			START_COMP			: 	nstate = twen ? ~twint? TRANSFER_START: START_COMP														: IDLE; 
			TRANSFER_START		: 	nstate = twen ? arbitration_lost? ARBITRATION_LOST :byte_transfer_complete? ACK_START: TRANSFER_START	: IDLE; 
			ACK_START			: 	nstate = twen ? arbitration_lost? ARBITRATION_LOST :ack_transfer_complete ? TRANSFER_COMP: ACK_START	: IDLE;
			TRANSFER_COMP		: 	begin 
										casez({twen, ~twint, twsto, twsta})
											4'b0???	: nstate = IDLE; 
											4'b10?? : nstate = TRANSFER_COMP; 
											4'b1100	: nstate = TRANSFER_START; 
											4'b1101	: nstate = REP_START; 	
											4'b1110 : nstate = STOP; 
											4'b1111	: nstate = STOP_START; 
											default : nstate = 'bx; 
										endcase 
									end	
			STOP				: 	nstate = twen ? stop_complete? STOP_COMP : STOP						: IDLE; 
			REP_START			: 	nstate = twen ? start_complete ? START_COMP: REP_START 				: IDLE; 
			STOP_COMP			: 	nstate = IDLE; 
			STOP_START			: 	nstate = twen ? start_complete? START_COMP: STOP_START :IDLE; 
			ARBITRATION_LOST	: 	nstate = IDLE; 
			default				: 	nstate = 'bx; 	
		endcase 
	end 
    dff #(.FLOP_WIDTH(STATE_WIDTH), .RESET_VALUE(5'b0)) u_PSR(
        .clk	(clk				), 
        .resetn	(resetn				), 
        .en		(twi_fsm_flop_en	), 
        .d		(nstate				), 
        .q		(pstate				)
    ); 
	dff #(.FLOP_WIDTH(1), .RESET_VALUE(1'b0)) u_sla_sent_flop(
		.clk	(clk				), 
		.resetn	(resetn				), 
		.en		(twi_fsm_flop_en	), 
		.d		(sla_sent_flop_d	), 
		.q		(sla_sent_flop_q	)
	);
	assign 	sla_sent_flop_d	= (pstate == START_COMP) ? 1'b1: (pstate == TRANSFER_COMP) ? 1'b0 : sla_sent_flop_q; 
	assign stop_start 	= (pstate == STOP | pstate == STOP_COMP) & twsta; 
	assign sla_sent		= sla_sent_flop_q; 
	assign twi_fsm_start_en	    		= (pstate == START) | (pstate == STOP_START);
	assign twi_fsm_restart_en			= (pstate == REP_START); 
	assign twi_fsm_stop_en           	= (pstate == STOP) | (pstate == STOP_START); 
	assign twi_fsm_scl_gen_en        	= (pstate == START) | (pstate == TRANSFER_START) 
															| (pstate == ACK_START) 
															| (pstate == STOP) 
															| (pstate == REP_START)
															| (pstate == STOP_COMP)
															| (pstate == STOP_START); 
	assign twi_fsm_data_transfer_en  	= (pstate == TRANSFER_START); 
	assign twi_fsm_ack_transfer_en   	= (pstate == ACK_START); 
	assign twi_fsm_data_transfer_dir	= (pstate == TRANSFER_START) & 	 (sla_sent | ~write) ; 
	assign twi_fsm_ack_transfer_dir 	= (pstate == ACK_START)		 & (~(sla_sent | ~write)); 
	assign twi_fsm_sla_sent          	= sla_sent_flop_q; 
	assign twi_fsm_twint_set        	= (( pstate == START  | pstate == START_COMP | pstate == REP_START | pstate == STOP_START) & start_complete) 
																			   | ((pstate == ACK_START) & (ack_transfer_complete | arbitration_lost))
																			   | ((pstate == TRANSFER_START) & arbitration_lost);
	assign twi_fsm_status_update     	= (((pstate == START) 	| (pstate == REP_START) 
																| (pstate== STOP_START)) & start_complete) 
																| ((pstate== ACK_START) & (ack_transfer_complete | arbitration_lost))
	 															| ((pstate == TRANSFER_START) & arbitration_lost); 								   
	assign twi_fsm_twsta_clr        	= (pstate == START_COMP); 
	assign twi_fsm_twsto_clr         	= (pstate == STOP_COMP);
	assign twi_fsm_twen_clr          	= (pstate == IDLE); 
	assign twi_fsm_master_mode			= ~((pstate == IDLE) | ((pstate == STOP_COMP) & ~twsta) | (pstate == ARBITRATION_LOST)); 
endmodule 
```
**flow/run.sh**
```bash
#!/bin/bash
# OpenROAD 26Q1-2900-gdf79404cd8, Yosys 0.63+post, stock flow scripts
make -C /OpenROAD-flow-scripts/flow DESIGN_CONFIG=/design/flow/config.mk WORK_HOME=/design/flow/orfs finish
```
==> flow_summary.toml <==
# synthesis and place-and-route metrics
[sta]
whs_ns = 0.5187
hold_viol = 0
rsz0062_at_grt = "no"
fin_crit_ns = 2.037
fin_crit_sh_pct = 97.02
fin_skew_ns = 0.002597
max_freq_ghz = 0.4908
worst_pin_slew_ns = 0.5532
finalMaxSlewViolations = 0
setup_viol = 0
max_slew_margin_pct = 63.01

[power]
peakVddDrop_mv = 0.1414
switching_share_pct = 22.20
sequentialPowerShare_pct = 41.6
p_leak_uw = 0.0005556
pwr-share-clk_pct = 42.5
p_int_uw = 459.2
p_switching_uw = 131.0
powerDensity_nw_per_um2 = 514.4
comb_power_share_pct = 15.9

[critical_path]
path_cells = "or4_4 -> or3_1 -> buf_2"
critPathBufInv = 1
crit_path_start_kind = "flop"
cpPeakStageDelay_ns = 0.54
crit_slowest_cell = "or4_4"
end_kind = "output port"
crit_type = "reg -> out"
crit_arrival_ns = 1.62
cp_max_fo = 2
crit_family = "simple AND/OR/NAND/NOR gates"
critPathRequiredTime_ns = 1.68

[layout]
final_area_um2 = 1147
n_fill_cell = 388
logic_area_um2 = 341.6
lay_top_count = "clkdlybuf4s50_1"
lay_top_cells = "clkdlybuf4s50_1 (21), buf_4 (12), dfrtp_1 (10)"
layout.cells.non_filler = 161
area_delta_synth_final_pct = 77.71
seqCellArea_um2 = 302.8
fin_util_pct = 31.11
final_layout_size_suffix_gt1_share_pct = 22.12

[place]
place_area_um2 = 1050
place_inst = 154
dp_hpwl_um = 1799
io_buffers = 28
place_congestion = 0.9081

[global_route]
grt_pass1_wl_um = 3581
grt_max_degree = 13
grt_antenna_before_repair = 0
top_usage_layer = "met2"
grtUsageMet1_pct = 8.155
grt_use_total_pct = 6.685
grt_overflow_total = 0
grt_pass1_vias = 762
grt_util_met2_pct = 10.97
met3_usage_pct = 2.753

[floorplan]
row_count = 22
die_h_um = 82
io_pins = 29
die_area_um2 = 6724
die_w_um = 82
fp.coreArea_um2 = 3689
floorplan.core_util_pct = 17.50

[yosys]
ys_warn_count = 3
yosys.area.top_type = "dfrtp_1"
top_cell_area_share_pct = 42.64
ys.flops = 12
syn_area_um2 = 645.6
synth_seq_share_pct = 46.71
ys_chip_area_um2 = 645.6
yosys_cells = 70
synth_cells = 70
avgSynthCellArea_um2 = 9.223
top_cells_by_area = "dfrtp_1 (43%), o21ai_0 (6.2%), o2bb2ai_1 (5.4%)"
ys_types = 30

[cts]
insertion_delay_ns = 0.24
clock-sinks = 12
cts.path.max_buffers = 2
root_buffer = "clkbuf_8"
cts_tree = "built"
numCtsBuffers = 3
cts.clk_slew.worst_paths_ns = 0.05
postCtsHoldBufs = 0
htree_levels = 1

[routing]
vias = 712
wl_per_cell_um = 13.79
firstDrtPassIters = 4
routed_wl_um = 2220
vias_per_cell = 4.422
ant_nets = 0
route.detailed.drc = 0
drt_iter0_drc = 43
antenna_cells = 0

[flow_run]
cap_violations = 0
warnings = 25

[hold_path]
hold_class = "reg -> reg"

[outcome]
status = "finished, final reports clean"
## power groups by stage
| stage | Sequential (µW) | Clock, µW | Combinational (µW) |
|---|---|---|---|
| 6_report | 245 | 251 | 94.0 |
| 5_1_grt | 246 | 268 | 103 |
| 4_1_cts | 245 | 254 | 92.9 |
## layer usage
layer | vias up | routed length, µm
met1 | 337 | 958
met3 | 4 | 236
met2 | 24 | 1002
li1 | 347 | -
met5 | - | 0
met4 | 0 | 23
## cell usage after synthesis (all sizes together)
cell / n
nand4b: 1
o31ai: 1
nand2b: 2
a21oi: 1
a311o: 1
dfrtp: 11
or4: 1
and3: 1
or2: 1
o21ai: 8
a32o: 2
a21o: 1
o2bb2ai: 4
a21boi: 1
nand3: 3
and2: 1
o221ai: 1
nor3: 1
clkbuf: 1
a22o: 3
nor2: 4
a211oi: 1
and4b: 1
nand4: 1
nor4: 1
inv: 7
or3: 1
dfstp: 1
nand2: 7
## layout make-up
type	instances	area share (%)
clock buffers	4	4.798
inverters	7	2.290
multi-input cells	50	29.77
flip-flops and latches	12	26.39
well taps	48	5.234
repair buffers	40	31.52
## kinds of logic (layout without fill, tap and decap cells)
| group | count (synthesis) | in the layout | synth area share (%) |
|---|---|---|---|
| buf+inv | 8 | 51 | 4.651 |
| compound gates | 24 | 24 | 27.33 |
| simple gates | 26 | 26 | 21.32 |
| flops | 12 | 12 | 46.71 |
## tightest hold or removal path: cells and delay by family (launching register included)
family	cells	cell delay, ns
AND/OR/NAND/NOR	1	0.05
flip-flops	1	0.36
AND-OR/OR-AND	1	0.06
## per-stage QoR
stage | power (µW) | setup WS [ns] | setup TNS, ns
after floorplan | 271.6 | 0.5200 | 0
after global routing | 616.9 | 0.03190 | 0
after CTS | 592.1 | 0.01945 | 0
final | 590.1 | 0.06258 | 0
after detailed placement | 344.8 | -0.08152 | -0.1914
after global placement | 344.7 | -0.08345 | -0.2252
## registers in the layout, summed over array words and instances, names as in the netlist
register and flops:
u_sla_sent_flop.q 1, u_PSR.q 11
## final timing paths
check | start | end | slack, ns | cells after the start
min in group asynchronous | resetn | u_PSR.q[10] | 0.54 | 1
worst min-delay path | u_sla_sent_flop.q | u_sla_sent_flop.q | 0.52 | 2
worst min register to register | u_sla_sent_flop.q | u_sla_sent_flop.q | 0.52 | 2
worst max register to register | u_PSR.q[1] | u_PSR.q[0] | 0.87 | 4
max in group asynchronous | resetn | u_PSR.q[1] | 1.16 | 1
worst max-delay path | u_PSR.q[10] | twi_fsm_scl_gen_en | 0.06 | 3
## repair_timing
item	in CTS	in global routing
pin swaps	5	2
endpoints found under the setup margin	4	1
setup buffers	1	2
resized	12	4
Power and IR drop assume default switching activity.
